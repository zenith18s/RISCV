==> ./design.v <==
`timescale 1 ns / 1 ps
module internal_registers (reset,clk,en_reg,rD,rA,rB,regD_wr,regD,regA,regB);
input reset,clk,en_reg,regD_wr;
input [2:0] rD;  
input [2:0] rA,rB;  
input [15:0] regD;
output reg [15:0] regA;
output reg [15:0] regB;
reg [15:0] int_reg [7:0]; 
always @(posedge clk or posedge reset)
begin
	if (reset == 1)
	begin
		int_reg[0] <= 16'b0;
		int_reg[1] <= 16'b0;
		int_reg[2] <= 16'b0;
		int_reg[3] <= 16'b0;
		int_reg[4] <= 16'b0;
		int_reg[5] <= 16'b0;
		int_reg[6] <= 16'b0;
		int_reg[7] <= 16'b0;
	end
	else
	begin
		if (regD_wr == 1)  
		begin
			case (rD)
				3'b000 : int_reg[0] <= regD;
				3'b001 : int_reg[1] <= regD;
				3'b010 : int_reg[2] <= regD;
				3'b011 : int_reg[3] <= regD;
				3'b100 : int_reg[4] <= regD;
				3'b101 : int_reg[5] <= regD;
				3'b110 : int_reg[6] <= regD;
				3'b111 : int_reg[7] <= regD;
			endcase
		end
		if (en_reg == 1 && regD_wr == 0)  
		begin
			case (rA)
				3'b000 : regA <= int_reg[0]; 
				3'b001 : regA <= int_reg[1];
				3'b010 : regA <= int_reg[2];
				3'b011 : regA <= int_reg[3];
				3'b100 : regA <= int_reg[4];
				3'b101 : regA <= int_reg[5];
				3'b110 : regA <= int_reg[6];
				3'b111 : regA <= int_reg[7];
			endcase
			case (rB)
				3'b000 : regB <= int_reg[0]; 
				3'b001 : regB <= int_reg[1];
				3'b010 : regB <= int_reg[2];
				3'b011 : regB <= int_reg[3];
				3'b100 : regB <= int_reg[4];
				3'b101 : regB <= int_reg[5];
				3'b110 : regB <= int_reg[6];
				3'b111 : regB <= int_reg[7];
			endcase
		end
	end
end
endmodule
==> ./run.sh <==
#!/bin/bash
# OpenROAD 26Q1-2900-gdf79404cd8, Yosys 0.63+post, stock flow scripts
make -C /OpenROAD-flow-scripts/flow DESIGN_CONFIG=/design/flow/config.mk WORK_HOME=/design/flow/orfs finish
==> ./config.mk <==
export PLATFORM = sky130hd
export DESIGN_NAME = internal_registers
export DESIGN_NICKNAME = internal_registers
export VERILOG_FILES = /design/flow/design.v
export SDC_FILE = /design/flow/constraint.sdc
export NUM_CORES = 4
export LEC_CHECK = 1
export CORE_UTILIZATION = 30
==> ./constraint.sdc <==
current_design internal_registers

set clk_period 2.1
set clk_io_pct 0.2

create_clock -name clk0 -period $clk_period [get_ports {clk}]

set non_clock_inputs [all_inputs -no_clocks]
set_input_delay [expr $clk_period * $clk_io_pct] -clock clk0 $non_clock_inputs
set_output_delay [expr $clk_period * $clk_io_pct] -clock clk0 [all_outputs]
==> results.py <==
# Auto-generated metrics
metrics = {
    "outcome": {
        "status": "complete, no violations",
    },
    "cts": {
        "cts_sinks": 160,
        "postCtsResizedCells": 0,
        "path_clk_slew_ns": 0.07,
        "clockBufferDepth": 2,
        "cts-root-buf": "clkbuf_16",
        "htree_levels": 4,
        "cts_tree": "built",
        "cts_setup_buffers": 0,
        "clock_latency_ns": 0.42,
        "cts_made_buffers": 17,
        "postCtsHoldBufs": 0,
    },
    "yosys": {
        "flop_cell": "dfrtp_1",
        "synth.distinct_cells": 40,
        "synthTopCellsByCount": "dfrtp_1 (128), mux2_2 (119), nor2_1 (46)",
        "syn_avg_cell_area_um2": 12.42,
        "synth.area.top_cells": "dfrtp_1 (40%), mux2_2 (17%), edfxtp_1 (12%), mux2i_1 (4.4%), a221oi_1 (4.2%)",
        "syn_area_um2": 7996,
        "ys_seq_share_pct": 52.07,
        "synthCells": 644,
        "synth-seq-cells": 160,
        "largest_area_cell": "dfrtp_1",
        "yosysTopAreaCellShare_pct": 40.06,
        "synthArstFlopShare_pct": 80.00,
        "ys_cells": 644,
        "yosysWarnings": 2,
        "enable_flop_cells": 32,
        "ys_chip_area_um2": 7996,
        "synth_top_cell_by_count": "dfrtp_1",
    },
    "global_route": {
        "grt_usage_pct": 17.21,
        "antenna_found_initial": 1,
        "grt_pass1_wl_mm": 33.86,
        "grt_overflow": 0,
        "grt_pass1_vias": 5647,
        "grt_max_degree": 42,
    },
    "placed_design": {
        "pre_cts_ws_ns": -0.1197,
        "dp_hpwl_mm": 13.94,
        "place_congestion": 0.8259,
        "dp_cells": 1044,
        "port_buffers": 60,
    },
    "die": {
        "chip_area_um2": 27310,
        "fp_util_pct": 30.60,
        "fp-row-count": 59,
        "chipWidth_um": 165.3,
        "ioPinCount": 61,
        "coreArea_um2": 26130,
        "chipHeight_um": 165.3,
    },
    "sta": {
        "period_used_pct": 83.29,
        "timing.hold.ws_ns": 0.4101,
        "setup_viol": 0,
        "rsz0062_at_grt": "false",
        "slew_headroom_pct": 63.29,
        "tns_ns": 0,
        "slew_viol_final": 0,
        "skew_ns": 0.008421,
        "worst_pin_slew_ns": 0.5506,
        "finalCriticalPeriod_ns": 1.749,
        "fmax_mhz": 571.7,
        "fin_ws_ns": 0.3508,
        "final-hold-violation-count": 0,
    },
    "setup_path": {
        "path_max_fanout": 18,
        "cpPeakStageDelay_ns": 0.60,
        "cp-end-kind": "flip-flop",
        "path_cells": "clkdlybuf4s50_1 > buf_12 > mux2i_1 > o22ai_1 > a221oi_1 > nor2_1",
        "required_ns": 2.27,
        "crit_type": "input port to flip-flop",
        "startpoint_type": "input port",
        "crit_path_top_delay_cell": "clkdlybuf4s50_1",
        "worstPathArrival_ns": 1.92,
        "startpoint": "rA[1]",
        "r2r_start": "int_reg[7][11]",
    },
    "routing": {
        "final_antenna_net_count": 0,
        "drt_wl_total_mm": 21.74,
        "initialDrtViolationCount": 395,
        "drcViolationCount": 0,
        "vias_per_cell": 5.255,
        "firstDrtPassIters": 24,
        "wire_per_inst_um": 20.19,
        "dr_total_vias": 5660,
    },
    "cells_and_area": {
        "finalNonFillerCells": 1077,
        "logic_area_um2": 3485,
        "nFillCells": 2519,
        "utilization_pct": 38.26,
        "drive_gt1_share_pct": 31.31,
        "areaGrowthSynthToFinish_pct": 25.02,
        "seqCellArea_um2": 4164,
        "largest_reg_flops": 128,
    },
    "power_and_ir_drop": {
        "p_per_area_nw_per_um2": 899.6,
        "irDropWorstVdd_v": 0.0005113,
        "p_leak_nw": 4.104,
    },
    "job": {
        "drv_cap": 0,
        "warnings": 25,
    },
    "hold_path": {
        "holdCritPathClass": "input port to async pin",
    },
}
where the power goes:
part | switching (mW) | total (mW) | leakage, nW | internal, mW
combinational | 0.715 | 1.69 | 2.00 | 0.971
clock | 1.26 | 3.12 | 0.272 | 1.86
sequential | 0.416 | 4.19 | 1.84 | 3.78
routing by layer:
metal / vias up / global-route usage [%] / wire, um / part of all wire (%)
met3: 22 / 4.558 / 1433 / 6.6
met2: 190 / 27.48 / 10630 / 49
met5: - / 0 / 0 / 0
met1: 2876 / 24.24 / 9334 / 43
met4: 0 / 3.211 / 342 / 1.6
li1: 2572 / - / - / -
path summary, 6_finish.rpt:
path / to / slack (ns) / cells after the start
max: regA[2] / 0.35 / 6
min: int_reg[5][11] / 0.41 / 2
max reg2reg: regB[11] / 0.58 / 4
min reg2reg: int_reg[5][7] / 0.52 / 1
max in group asynchronous: int_reg[6][0] / 1.08 / 3
min in group clk0: int_reg[5][7] / 0.52 / 1
cells by family (layout without fill, tap and decap cells):
logic type,after synthesis,in the layout,synth area share (%)
multiplexers,173,173,24.61
flip-flops,160,160,52.07
AND-OR/OR-AND,125,125,11.44
AND/OR/NAND/NOR,116,116,7.292
buffers and inverters,70,167,4.585
other,0,1,0
placed cells by master (no fill, tap or decap), types with 12 or more instances in the layout:
cell type and instances:
mux2i_1 35, o21ai_0 24, buf_4 36, clkdlybuf4s50_1 57, o22a_1 12, a21oi_1 12
nand2_1 40, a22o_1 13, nor2_1 46, a221oi_1 38, buf_12 20, mux2_2 119
clkbuf_16 17, inv_1 18, dfrtp_1 128, edfxtp_1 32
metrics by stage:
step | cell area [um2] | power, mW
final | 9997 | 8.993
after detailed placement | 9399 | 5.922
after floorplan | 8011 | 5.323
after global routing | 9997 | 9.444
after CTS | 9995 | 9.074
after global placement | 9399 | 5.902
worst max-delay path, delay by kind of cell:
family | cells | cell delay, ns
buf+inv | 2 | 0.81
compound gates | 2 | 0.40
mux | 1 | 0.21
simple gates | 1 | 0.07
layout make-up:
| cell class | instances | area share [%] |
|---|---|---|
| multi-input combinational | 414 | 34.86 |
| inverter | 19 | 0.7509 |
| tap | 335 | 4.193 |
| clock inverter | 15 | 1.702 |
| timing repair buffer | 116 | 12.57 |
| antenna | 1 | 0.02503 |
| clock buffer | 17 | 4.255 |
| sequential | 160 | 41.65 |
Power and IR drop assume default switching activity.
