==> flow/design.v <==
`timescale 1 ns / 1 ps 
module data_mux (read_data_bus,imm_out,alu_out,imm_en,opcode,regD);
input [15:0] alu_out, read_data_bus, imm_out;
input [3:0] opcode;
input imm_en;
output reg [15:0] regD;
always@(*)
begin
	if (opcode == 4'b0110)
		regD = read_data_bus;
	else if (imm_en == 1'b1)  
		regD = imm_out;
	else
		regD = alu_out;
end
endmodule
==> flow/config.mk <==
export PLATFORM = sky130hd
export DESIGN_NAME = data_mux
export DESIGN_NICKNAME = data_mux
export VERILOG_FILES = /design/flow/design.v
export SDC_FILE = /design/flow/constraint.sdc
export NUM_CORES = 4
export LEC_CHECK = 1
export CORE_AREA = 10 10 70 70
export DIE_AREA = 0 0 80 80
==> flow/run.sh <==
#!/bin/bash
# OpenROAD 26Q1-2900-gdf79404cd8, Yosys 0.63+post, stock flow scripts
make -C /OpenROAD-flow-scripts/flow DESIGN_CONFIG=/design/flow/config.mk WORK_HOME=/design/flow/orfs finish
==> flow/constraint.sdc <==
current_design data_mux

set clk_period 3.7
set clk_io_pct 0.2

create_clock -name clk0 -period $clk_period

set non_clock_inputs [all_inputs -no_clocks]
set_input_delay [expr $clk_period * $clk_io_pct] -clock clk0 $non_clock_inputs
set_output_delay [expr $clk_period * $clk_io_pct] -clock clk0 [all_outputs]
==> impl_metrics.tcl <==
# metrics dict for downstream scripts
set metrics [dict create \
    mostFrequentLayoutCell "clkdlybuf4s50_1" \
    fp-utilization_pct 14.4 \
    min_period_ns 3.24 \
    diodes 0 \
    place_congestion 0.745 \
    required_ns 2.96 \
    port_buffers 69 \
    worst_slack_ns 0.460 \
    grt.overflow.total 0 \
    drt-initial-drc-count 1 \
    vias_per_cell 3.59 \
    logic_family "multiplexers" \
    top_cells_by_area "mux2_4 61%, mux2_2 28%, buf_12 4.1%" \
    tightest_slew_ns 0.260 \
    wire_per_inst_um 14.5 \
    tns_ns 0 \
    maxCapViolCount 0 \
    synthAoiAreaFrac_pct 0 \
    clock.fmax_ghz 0.309 \
    hold_buffers 0 \
    whs_ns 2.51 \
    drt_first_pass_iters 2 \
    utilization_pct 35.4 \
    finalSetupViolations 0 \
    relSlewSlack_pct 82.7 \
    post-cts-setup-buffers 0 \
    postRouteAntennaNets 0 \
    syn_inst 37 \
    area_growth_syn_to_layout_pct 147 \
    slowest_delay_ns 0.45 \
    startpoint_type "input port" \
    grt_pass1_vias 590 \
    ys_sh_xor_pct 0 \
    hp-class "in2out" \
    lay_top_cells "69 x clkdlybuf4s50_1, 20 x mux2_4, 12 x mux2_2, 2 x buf_4, 1 x nand4bb_1" \
    synth_stat.cells 37 \
    tool_warnings 32 \
    yosys-stat-area_um2 490 \
    die_w_um 80 \
    slew_violations 0 \
    hpwl_mm 1.92 \
    power_mw 0.132 \
    dp_slack_ns 0.436 \
    status "completed" \
    yosys.area_share.adder_pct 0 \
    power_density_nw_per_um2 109 \
    crit_path_start "imm_en" \
    grt_pass1_wl_mm 3.22 \
    netlist.area_leader.share_pct 61.2 \
    num-clock-buffers 0 \
    ys_sh_simple_pct 2.30 \
    critPathKind "in2out" \
    cts_resized 0 \
    rsz0062_at_grt "false" \
    dr_total_vias 538 \
    ys_sh_mux_pct 88.8 \
    core_um2 3420 \
    synth.largest_area_cell "mux2_4" \
    synth-seq-area-share_pct 0 \
    crit_fanout 16 \
    cp_cell_sequence "clkdlybuf4s50_1, buf_4, mux2_2, mux2_2, clkdlybuf4s50_1" \
    crit_arrival_ns 2.50 \
    routed_wirelength_mm 2.17 \
    grt_max_degree 17 \
    ios 69 \
    seq_area_um2 0 \
    core.rowCount 21 \
    ff_count 0 \
    ys.warnings.count 1 \
    period_used_pct 87.6 \
    syn_area_um2 490 \
    grtUsageTotal_pct 6.21 \
    crit_slowest_cell "clkdlybuf4s50_1" \
    dieArea_um2 6400 \
    die_y_um 80 \
    antenna_found_initial 0 \
    finalHoldViolCount 0 \
    critPathCapture "regD[14]" \
    cp-end-kind "output pin" \
    drcViolationCount 0 \
    syn_avg_cell_area_um2 13.3 \
    synth_cell_types 7 \
    p_leak_nw 0.507 \
    drive_above_1_share_pct 32.7 \
    ir_drop_v 0.0000336 \
]
==> worst max-delay path, delay by kind of cell <==
| family | cells | cell delay [ns] |
|---|---|---|
| buf+inv | 3 | 1.13 |
| mux | 2 | 0.63 |
==> power by group <==
group | internal [mW] | total [mW] | switching (mW)
registers | 0 | 0 | 0
clock network | 0 | 0 | 0
logic | 0.109 | 0.132 | 0.0227
total | 0.109 | 0.132 | 0.0227
==> final cells by class <==
class              instances  area, µm²
fillers                  348       2210
well taps                 46       57.6
repair buffers            71        706
multi-input cells         33        447
==> logic make-up after synthesis <==
| group | after synthesis |
|---|---|
| buf+inv | 4 |
| simple gates | 1 |
| mux | 32 |
==> layer usage <==
metal  track usage (%)  share of wire [%]
met5                 0                  0
met4                 0                  0
met3              1.70                 11
met2              11.0                 47
met1              7.71                 42
==> cell usage after synthesis <==
cell type  count
buf_12         1
buf_2          1
buf_4          1
buf_6          1
mux2_2        12
mux2_4        20
nand4bb_1      1
==> how the worst min path moves through the flow <==
| stage | depth (start not counted) | endpoint | start |
|---|---|---|---|
| final | 3 | regD[7] | read_data_bus[7] |
| after CTS | 3 | regD[7] | read_data_bus[7] |
| after global routing | 3 | regD[12] | read_data_bus[12] |
==> metrics by stage <==
step | std cells | instance area [µm²]
after floorplan | 37 | 490
after global placement | 150 | 1210
after detailed placement | 150 | 1210
after CTS | 150 | 1210
after global routing | 150 | 1210
final | 150 | 1210
Power and IR drop assume default switching activity.
