### run.sh
#!/bin/bash
# OpenROAD 26Q1-2900-gdf79404cd8, Yosys 0.63+post, stock flow scripts
make -C /OpenROAD-flow-scripts/flow DESIGN_CONFIG=/design/flow/config.mk WORK_HOME=/design/flow/orfs finish
### config.mk
export PLATFORM = sky130hd
export DESIGN_NAME = alu
export DESIGN_NICKNAME = alu
export VERILOG_FILES = /design/flow/design.v
export SDC_FILE = /design/flow/constraint.sdc
export NUM_CORES = 4
export LEC_CHECK = 1
export CORE_UTILIZATION = 30
### constraint.sdc
current_design alu

set clk_period 7.9
set clk_io_pct 0.2

create_clock -name clk0 -period $clk_period

set non_clock_inputs [all_inputs -no_clocks]
set_input_delay [expr $clk_period * $clk_io_pct] -clock clk0 $non_clock_inputs
set_output_delay [expr $clk_period * $clk_io_pct] -clock clk0 [all_outputs]
### design.v
`timescale 1 ns / 1 ps
module alu (flag,regA,regB,opcode,alu_out,eq_flag);
input flag;
input [15:0] regA,regB;
input [3:0] opcode;
output reg [15:0] alu_out;
output reg eq_flag;
always@(*)
begin
	eq_flag = (alu_out == 16'b0) ? 1'b1 : 1'b0;
	case (opcode)
		4'b0000 : alu_out = (flag ? ($signed(regA) + $signed(regB)) : ($unsigned(regA) + $unsigned(regB)));  
		4'b0001 : alu_out = (flag ? ($signed(regA) - $signed(regB)) : ($unsigned(regA) - $unsigned(regB)));  
		4'b0010 : alu_out = regA | regB;  
		4'b0011 : alu_out = regA ^ regB;  
		4'b0100 : alu_out = regA & regB;  
		4'b0101 : alu_out = ~ regA;  
		4'b1001 : alu_out = flag ? ($signed(regA) == $signed(regB) ? 16'b1 : 16'b0) : ($unsigned(regA) == $unsigned(regB) ? 16'b1 : 16'b0);  
		4'b1010 : alu_out =  flag ? ($signed(regA) != $signed(regB) ? 16'b1 : 16'b0) : ($unsigned(regA) != $unsigned(regB) ? 16'b1 : 16'b0);  
		4'b1011 : alu_out = flag ? ($signed(regA) < $signed(regB) ? 16'b1 : 16'b0) : ($unsigned(regA) < $unsigned(regB) ? 16'b1 : 16'b0);  
		4'b1100 : alu_out = flag ? ($signed(regA) >= $signed(regB) ? 16'b1 : 16'b0) : ($unsigned(regA) >= $unsigned(regB) ? 16'b1 : 16'b0);  
		default : alu_out = 16'b0;
	endcase
end
endmodule
==> results_slide.txt <==
Flow Results at a Glance

Final timing
  – # setup viols final: 0
  – Hold Fails Final Rpt: 0
  – Fin crit share: 93.9%
  – Post-route minimum period: 7420 ps
  – Worst Tran Pin Value: 846 ps
  – RSZ-0062 raised after global routing: no
  – Setup TNS: 0 ps
  – Slew HR: 42.9%
  – Max Freq: 135 MHz
  – Setup WS post-layout: 479 ps
  – Final hold slack: 4360 ps
  – Final Max Tran Viols: 0

Hold path
  – Hold depth: 4
  – Hold Path Origin: regA[2]
  – Worst Hold End: alu_out[2]
  – Hold Path Class: in -> out

Power
  – Power Total: 0.226 mW
  – Switching share of power: 54.3%
  – Psw: 0.123 mW
  – Comb pwr share: 100.0%
  – PD cells: 64.2 mW/mm^2
  – Cell-internal power: 0.103 mW
  – Peak supply drop: 0.0324 mV
  – P_leak: 1.55 nW
  – Sequential share of power: 0%
  – Clk network pwr share: 0%

Yosys
  – Top cells by area: ha_1 (21%), inv_1 (6.0%), nor2_1 (4.9%), a21oi_1 (4.9%), nand2_1 (4.2%)
  – Area leader, netlist: ha_1
  – Synth mux share: 2.82%
  – Chip Area, Yosys: 0.00288 sq mm
  – Seq share, synth: 0%
  – Largest family of logic cells by area: AND-OR/OR-AND gates
  – Synth Area in Simple Gates: 29.5%
  – Synth unique cells: 76
  – AO/OA Area Share: 33.5%
  – Post-synthesis adder-cell area fraction: 22.2%
  – Synthesized area per cell: 6.77 sq um
  – Xor/xnor share of the synthesized area: 1.52%
  – Top area contributor share: 20.8%
  – Yosys cell count: 426
  – Post-Syn Area: 0.00288 sq mm
  – Cell count after synthesis: 426
  – Yosys warns: 1

Die
  – # rows: 35
  – Core Util at FP: 31.1%
  – Die H: 100 um
  – Core area: 0.00928 sq mm
  – Die W: 100 um
  – Chip Area: 0.0100 sq mm
  – Top Ports: 54

Global route
  – Initial antenna violation count: 0
  – Largest net degree at the start of global routing: 19
  – Tot GR Track Use: 20.4%
  – GR Overflow Total: 0
  – First-pass GRT wire length: 16200 um
  – Vias in the first global route: 3127

Clock network
  – Total setup buffers inserted after CTS: 0
  – # resized after CTS: 0
  – Hold_buf cts: 0

Final layout
  – Fraction of layout instances using a drive strength above 1: 5.17%
  – Final Cell Area: 0.00352 sq mm
  – FILL cells: 1031
  – Layout area overhead: 22.1%
  – Sequential standard cell area: 0 sq um
  – Clk_buf instances: 0
  – Post-Route Utilization: 37.9%
  – Flip-flops: 0
  – Final Non-Filler Cells: 593

Route
  – Final ANT Viol Nets: 0
  – Post-Route WL: 9790 um
  – ANT cells: 0
  – Detailed-route DRC error count: 0
  – WL/cell: 16.5 um
  – Via count: 3294
  – Iter 0 DRT Violations: 259
  – Drt via density: 5.55
  – DRT Pass-1 Iters: 5

Worst setup path
  – Worst endpoint required time: 6320 ps
  – Crit path DAT: 5840 ps
  – CP Launch Type: input port
  – Most used cell, CP: clkdlybuf4s50_1
  – CP max FO: 11
  – Worst path top cell family by delay: simple AND/OR/NAND/NOR gates
  – Crit-path cells: clkdlybuf4s50_1 -> inv_1 -> ha_1 -> or4_4 -> or3_4 -> nor4_4 -> mux2i_1 -> a221o_1 -> a211o_1 -> nand4b_1 -> or4_1 -> nor4_2 -> clkdlybuf4s50_1
  – CP Class: in -> out
  – Critical path buffers and inverters: 3
  – Highest-delay cell along the critical path: or4_4
  – Crit. End Element: output pin
  – Max incr delay on CP: 610 ps

Outcome
  – Status: finished, final reports clean

Place
  – Dpl hpwl: 7890 um
  – DP Cell Count: 593
  – Pre-CTS setup slack: 473 ps
  – Routability-driven placement congestion ratio: 0.973
  – Cell area after placement: 0.00352 sq mm
  – Port-buffer cells: 54

Run
  – Number of warnings in the stage logs: 64
  – Max Cap Viol: 0
synth_stat cells (2+ instances only):
master,instances
a211o_1,7
a211oi_1,9
a21o_1,5
a21oi_1,28
a221o_1,4
a221oi_1,3
a2bb2oi_1,2
a31oi_1,5
and2_1,4
and2b_1,2
and3_1,3
buf_2,2
buf_4,6
buf_6,2
clkbuf_1,13
fa_1,2
ha_1,48
inv_1,46
mux2i_1,7
nand2_1,32
nand2b_1,6
nand3_1,10
nand3b_1,3
nor2_1,38
nor2b_1,7
nor3_1,12
nor3b_1,2
nor4_1,8
nor4b_1,5
nor4bb_1,2
o211ai_1,5
o21a_1,5
o21ai_0,21
o21bai_1,6
o221ai_1,3
o22ai_1,9
o311ai_0,2
o31ai_1,3
o32ai_1,2
or2_1,2
or2_2,2
or3_1,4
or4_1,2
xnor2_1,5
worst max path at each step:
stage,from,endpoint,slack (ps),cells past startpoint
final,regA[10],eq_flag,480,13
after global routing,regA[10],eq_flag,240,13
after CTS,regA[10],eq_flag,460,13
power groups by stage:
stage	sequential, mW	combinational [mW]	clock (mW)
final	0	0.226	0
after global routing	0	0.250	0
after CTS	0	0.224	0
cell type report:
class / count / area, sq um / area share [%]
multi-input cells: 356 / 2590 / 73.5
repair buffers: 62 / 601 / 17.1
inverters: 46 / 173 / 4.90
well taps: 129 / 161 / 4.58
cell usage in the layout (no fill, tap or decap), types with 10 or more instances in the layout:
cell	Yosys	layout
inv_1	46	46
nor3_1	12	12
nand2_1	32	32
ha_1	48	48
o21ai_0	21	21
clkdlybuf4s50_1	0	54
nor2_1	38	38
nand3_1	10	10
a21oi_1	28	28
cell families after synthesis:
family                     count (synthesis)
and+or+nand+nor                          155
AOI/OAI and AO/OA                        138
buffers and inverters                     70
adders and majority gates                 50
muxes                                      8
xor gates and xnor gates                   5
routing by layer:
layer | track usage (%) | share of wire, % | wire (um) | up-vias
li1 | - | - | - | 1648
met3 | 1.56 | 7.4 | 728 | 21
met4 | 6.13 | 3.5 | 344 | 0
met2 | 31.6 | 43 | 4160 | 142
met1 | 30.2 | 47 | 4560 | 1483
met5 | 0 | 0 | 0 | -
Power and IR drop assume default switching activity.
